==> flow/config.mk <==
export PLATFORM = sky130hd
export DESIGN_NAME = machine_jk
export DESIGN_NICKNAME = machine_jk
export VERILOG_FILES = /design/flow/design.v
export SDC_FILE = /design/flow/constraint.sdc
export NUM_CORES = 4
export LEC_CHECK = 1
export CORE_AREA = 10 10 70 70
export DIE_AREA = 0 0 80 80
==> flow/constraint.sdc <==
current_design machine_jk

set clk_period 1.0
set clk_io_pct 0.2

create_clock -name clk0 -period $clk_period [get_ports {CLK}]

set non_clock_inputs [all_inputs -no_clocks]
set_input_delay [expr $clk_period * $clk_io_pct] -clock clk0 $non_clock_inputs
set_output_delay [expr $clk_period * $clk_io_pct] -clock clk0 [all_outputs]
==> flow/design.v <==
module jkff (
    input J,       
    input K,       
    input CLK,     
    input RESET,   
    output reg Q   
);
    always @(posedge CLK or posedge RESET) begin
        if (RESET) begin
            Q <= 1'b0; 
        end else begin
            case ({J, K})
                2'b00: Q <= Q;  
                2'b01: Q <= 1'b0;  
                2'b10: Q <= 1'b1;  
                2'b11: Q <= ~Q;  
            endcase
        end
    end
endmodule
module machine_jk(
    input wire x,
    input wire CLK,
    input wire RESET,
    output wire F,
    output wire [2:0] S
);
    wire j1_in, j2_in, j3_in;
    wire k1_in, k2_in, k3_in;
    wire A,B,C;
    jkff JKFF1(.CLK(CLK), .RESET(RESET), .J(j1_in), .K(k1_in), .Q(A));
    jkff JKFF2(.CLK(CLK), .RESET(RESET), .J(j2_in), .K(k2_in), .Q(B));
    jkff JKFF3(.CLK(CLK), .RESET(RESET), .J(j3_in), .K(k3_in), .Q(C));
    assign j1_in = (B & ~x);
    assign k1_in = ~A;  
    assign j2_in = (~B & ~x);
    assign k2_in = (~A & ~x);
    assign j3_in = x;
    assign k3_in = x;
    assign F = (A & B & ~C);
    assign S[0] = C;
    assign S[1] = B;
    assign S[2] = A;
endmodule
==> flow/run.sh <==
#!/bin/bash
# OpenROAD 26Q1-2900-gdf79404cd8, Yosys 0.63+post, stock flow scripts
make -C /OpenROAD-flow-scripts/flow DESIGN_CONFIG=/design/flow/config.mk WORK_HOME=/design/flow/orfs finish
==> results.json <==
{
  "status": "finished, violations left",
  "violations": "setup timing",
  "grt_max_degree": 5,
  "setup_viol": 2,
  "synthCells": 14,
  "cpMaxStageDelayCell": "dfrtp_1",
  "gp_congestion": 0.680,
  "maxSlewHeadroom": 0.883,
  "grt_pass1_vias": 173,
  "p_leak_nw": 0.129,
  "drc": 0,
  "fin_area_um2": 294,
  "lay_top_count": "buf_4",
  "first_pass_iters": 2,
  "io_pins": 7,
  "yosys_warnings": 1,
  "place_hpwl_um": 324,
  "max-cap-violations": 0,
  "ys_chip_area_um2": 141,
  "gr-total-overflow": 0,
  "fmax_mhz": 927,
  "area_delta_synth_final_pct": 108,
  "drive_above_1_share": 0.538,
  "synth_cell_types": 9,
  "htreeDepth": 1,
  "slowest_delay_ns": 0.38,
  "tightest_slew_ns": 0.175,
  "endpoint_kind": "primary output",
  "min_path_type": "primary input to async pin",
  "insertion_delay_ns": 0.23,
  "cts_tree": "done",
  "grtUsageTotal": 0.0148,
  "postRouteAntennaNets": 0,
  "synth_area_per_cell_um2": 10.1,
  "antenna_found_initial": 0,
  "fp_util": 0.0414,
  "grt_setup_unrepaired": "yes",
  "die_area_um2": 6400,
  "critPathTopFamily": "flip-flops",
  "port_buffers": 6,
  "period_needed_ns": 1.08,
  "hold_viol": 0,
  "cts-root-buf": "clkbuf_4",
  "clk_pin_slew_ns": 0.04,
  "rr_worst_depth": 3,
  "cts_hold_buf": 0,
  "cp.required_ns": 0.80,
  "warning_count": 27,
  "cp-start-kind": "flop",
  "path_cells": "buf_6 > nor2_4 > buf_2",
  "vias_per_cell": 1.88,
  "place_area_um2": 259,
  "dieWidth_um": 80,
  "mostFrequentLayoutCells": "buf_4, dfrtp_1, clkbuf_4, buf_2",
  "ys_ff": 3,
  "vdd_drop_max_mv": 0.304,
  "dieHeight_um": 80,
  "ys_cells": 14,
  "r2r_end": "JKFF3.Q",
  "power_density_nw_per_um2": 1930,
  "synth_area_um2": 141,
  "grt_pass1_wl_um": 696,
  "finClkSkew_ns": 0.00000303,
  "insertedDiodeCount": 0,
  "final_util": 0.0861,
  "drt-initial-drc-count": 3,
  "cp_max_fo": 2,
  "drv_slew": 0,
  "power_w": 0.000568,
  "finalWorstSetupSlack_ns": -0.0784,
  "clock_path_buffers": 2,
  "core_um2": 3420,
  "arrival_ns": 0.88,
  "numCtsBuffers": 3,
  "core.rowCount": 21,
  "period_used_share": 1.08,
  "path_class": "flop to primary output",
  "seq_area_frac_synth": 0.531,
  "r2r_start": "JKFF3.Q",
  "critPathBufInv": 2,
  "reg2reg_setup_slack_ns": 0.11,
  "wl_per_cell_um": 5.81,
  "cts.sinks": 3,
  "wl_um": 418,
  "vias": 135
}
## power breakdown
part / switching (W) / internal [W] / total [W]
clock network: 0.0000649 / 0.000150 / 0.000215
registers: 0.0000133 / 0.000143 / 0.000156
logic: 0.0000581 / 0.000139 / 0.000197
total: 0.000136 / 0.000432 / 0.000568
## state kept, by name, indices dropped and copies added (netlist names)
register,count
JKFF1.Q,1
JKFF2.Q,1
JKFF3.Q,1
## cell usage after synthesis, drive strengths merged
master  count  share of area
nand2       1          0.027
xor2        1          0.062
nor2        1          0.027
nor3b       1          0.053
a21oi       1          0.035
inv         2          0.053
dfrtp       3           0.53
buf         3           0.16
o21bai      1          0.053
## stage by stage
stage | worst slack (ns) | setup TNS (ns) | hold WS [ns] | cells
finish | -0.0784 | -0.120 | 0.143 | 72
global route | -0.143 | -0.223 | 0.152 | 72
CTS | -0.0934 | -0.152 | 0.151 | 73
detailed placement | -0.155 | -0.318 | 0.403 | 66
global placement | -0.153 | -0.270 | 0.387 | 66
floorplan | 0.286 | 0 | -0.0464 | 14
## worst max-delay path by stage
stage                    from  end  cells after the start
after global routing  JKFF1.Q    F                      3
after CTS             JKFF3.Q    F                      3
final                 JKFF3.Q    F                      3
## logic make-up after synthesis
kind of cell / count (synthesis) / synth area share
buffers and inverters: 5 / 0.212
DFF: 3 / 0.531
and+or+nand+nor: 3 / 0.106
AOI/OAI and AO/OA: 2 / 0.0885
xor gates and xnor gates: 1 / 0.0620
## per-layer routing
metal	up-vias	share of wire	GRT usage
met5	-	0	0
met4	0	0	0.00528
met3	0	0.27	0.0261
met2	8	0.37	0.0177
met1	63	0.36	0.0107
li1	64	-	-
## final cells by class
cell class	count	area, um^2
multi-input cells	6	46.3
flip-flops and latches	3	75.1
inverters	2	7.51
repair buffers	11	81.3
well taps	46	57.6
clock buffers	4	26.3
fillers	406	3120
## repair_timing
item                                    in CTS  in global routing
gates cloned                                 0                  0
buffers inserted                             3                  0
endpoints found under the setup margin       4                  4
pin swaps                                    1                  1
resized                                     12                  4
Power figures rest on the tool's default switching activity, not on a simulated workload.
